==> flow/design.v <==
module divide_by_5(Clockin, Clockout);  
	input Clockin;  
	output Clockout;  
	reg [2:0]counter1;  
	reg [2:0]counter2;  
	wire clkout1;  
	wire clkout2;  
	always @(posedge Clockin) begin  
		if(counter1 == 4 )  
		counter1 <= 0;		  
		else 
		counter1 <= counter1 + 1 ;   
	end
	always @(negedge Clockin) begin  
		if(counter2 == 4)	 
		counter2 <= 0; 	 
		else 
		counter2 <= counter2+ 1;  
	end
	assign clkout1  = counter1[1];  
	assign clkout2  = counter2[1];  
	assign Clockout = clkout1 | clkout2;  
endmodule  
==> flow/run.sh <==
#!/bin/bash
# OpenROAD 26Q1-2900-gdf79404cd8, Yosys 0.63+post, stock flow scripts
make -C /OpenROAD-flow-scripts/flow DESIGN_CONFIG=/design/flow/config.mk WORK_HOME=/design/flow/orfs finish
==> flow/config.mk <==
export PLATFORM = sky130hd
export DESIGN_NAME = divide_by_5
export DESIGN_NICKNAME = divide_by_5
export VERILOG_FILES = /design/flow/design.v
export SDC_FILE = /design/flow/constraint.sdc
export NUM_CORES = 4
export LEC_CHECK = 1
export CORE_AREA = 10 10 70 70
export DIE_AREA = 0 0 80 80
==> flow/constraint.sdc <==
current_design divide_by_5

set clk_period 1.2
set clk_io_pct 0.2

create_clock -name clk0 -period $clk_period [get_ports {Clockin}]

set non_clock_inputs [all_inputs -no_clocks]
set_input_delay [expr $clk_period * $clk_io_pct] -clock clk0 $non_clock_inputs
set_output_delay [expr $clk_period * $clk_io_pct] -clock clk0 [all_outputs]
==> flow_summary.rst <==
Implementation results
======================

.. list-table::
   :header-rows: 1

   * - Metric
     - Value
   * - Total power draw
     - 439 uW
   * - Area growth from synthesis to layout
     - 54.0%
   * - Result of the run
     - finished with violations
   * - Top area contributor share
     - 48.0%
   * - Final Hold Fails
     - 0
   * - Share of the yosys chip area belonging to registers
     - 48.0%
   * - Logic pwr share
     - 0%
   * - Critical-path top delay cell
     - sky130_fd_sc_hd__dfxtp_2
   * - Average cell area after synthesis
     - 10.4 um2
   * - WP data required
     - 0.96 ns
   * - Total count of max-transition violations in the final report
     - 0
   * - Starting DRT DRC Count
     - 2
   * - DRC Markers
     - 0
   * - Post-synthesis cell type with the largest combined area
     - sky130_fd_sc_hd__dfxtp_1
   * - Total leakage power
     - 0.150 nW
   * - Critical Path, Cell by Cell
     - inv_2, nand2_2, buf_2
   * - Cell internal power dissipation
     - 340 uW
   * - Clock insertion delay at the later pin of the skew report
     - 0.30 ns
   * - Crit path max fanout
     - 2
   * - Tightest Pin Transition
     - 0.184 ns
   * - Category of the most critical setup path
     - flop to primary output
   * - Violated checks
     - negative setup slack
   * - Fill cell instance count of the final layout
     - 400
   * - Clock tree sinks
     - 6
   * - Maximum level of the CTS H-tree
     - 1
   * - Syn Inst Count
     - 24
   * - Layout Cells excl Fill
     - 79
   * - Post-synthesis instance area
     - 250 um2
   * - Number of buffers created by CTS
     - 3
   * - Number of buffers on the longest clock path
     - 2
   * - Worst voltage drop across the vdd grid
     - 544 uV
   * - CTS tree
     - yes
   * - Count of input and output buffers
     - 1
   * - Gp weighted congestion
     - 0.537
   * - Yosys cell count
     - 24
   * - Clock network fraction of design power
     - 54.3%
   * - Initial antenna violation count
     - 0
   * - CTS Hold Buffers Added
     - 0
   * - Util after Layout
     - 11.3%
   * - Mean routed wirelength per cell
     - 5.33 um
   * - Standard cell core area
     - 0.00342 mm2
   * - Number of detailed-routing iterations run before antenna repair
     - 3
   * - Clock-pin transition on the worst setup and hold timing paths
     - 0.03 ns
   * - Min-delay worst type
     - flop to flop
   * - First-pass GRT wire length
     - 724 um
   * - Floorplan-stage core utilization
     - 7.33%
   * - Setup crit end kind
     - primary output
   * - Number of failing setup endpoints in the final timing report
     - 1
   * - Die Height
     - 80 um
   * - Layout cells sized above 1
     - 33.3%
   * - Antenna Nets Post-Route
     - 0
   * - # placed instances
     - 72
   * - Diode insertion count for antenna repair
     - 0
   * - Headroom to the max-slew limit
     - 87.7%
   * - Biggest area contributors in the synthesized netlist
     - sky130_fd_sc_hd__dfxtp_1 48%, sky130_fd_sc_hd__ha_1 20%, sky130_fd_sc_hd__mux2i_1 8.0%
   * - Via count
     - 181
   * - Die X
     - 80 um
   * - Detailed Place HPWL
     - 290 um
   * - Global route overflow
     - 0
   * - Critical Path Start Type
     - flop
   * - Arrival time at the worst endpoint
     - 1.41 ns
   * - Chip area estimate from yosys synthesis
     - 250 um2
   * - Fraction of power consumed by sequential logic
     - 45.7%
   * - Setup clock skew after layout
     - 0.00741 ns
   * - Setup repair after global routing missed its margin
     - yes
   * - I/O Pins
     - 2
   * - Number of warnings issued by yosys
     - 1
   * - Switching power share of the total
     - 22.5%
   * - Vias per cell
     - 2.29
   * - Number of maximum-capacitance violations
     - 0
   * - Gate family responsible for the most delay along the worst path
     - flip-flops
   * - Power density relative to cell area
     - 1140 mW/mm2
   * - Vias in the first global route
     - 182
   * - Library cells used by synthesis
     - 8
   * - Fin Hold WS
     - 0.450 ns
   * - Global router's overall resource usage
     - 1.39%
   * - Crit path setup slack, layout
     - -0.452 ns
   * - Sum of routed wire length over all layers
     - 421 um
   * - Synthesized flop and latch total
     - 6
   * - Core Rows
     - 21
   * - Root Buffer
     - sky130_fd_sc_hd__clkbuf_4
   * - Net Switching
     - 98.8 uW
   * - Largest net degree at the start of global routing
     - 5
   * - Post-Place Worst Slack
     - -0.530 ns
   * - Number of buffer and inverter instances along the worst setup path
     - 2
   * - Tool warning count
     - 33
   * - Delay of the slowest cell on the worst path
     - 0.31 ns
   * - Die outline area
     - 0.00640 mm2
[synthesized netlist by cell type (all sizes together)]
master,n
mux2i,2
a21boi,2
inv,5
nand2,1
a21oi,2
ha,4
dfxtp,6
nand2b,2
[flip-flops by register name, indices dropped and copies added, names as in the netlist]
name,cells
counter1,3
counter2,3
[timing repair]
item | CTS | global route
resized | 4 | 3
setup endpoints to repair | 1 | 2
buffers inserted | 1 | 1
gates cloned | 0 | 0
[kinds of logic after synthesis]
kind of cell | share of synthesized area (%)
flip-flops | 48.0
multiplexers | 8.00
AND/OR/NAND/NOR | 6.50
adder cells (fa/ha/maj) | 20.0
buffers and inverters | 7.50
AND-OR/OR-AND | 10.0
[area by class of cell]
cell class              count  area [um2]  share of cell area, %
multi-input cells          13         134                   34.7
well taps                  46        57.6                   14.9
clock inverters             3        11.3                   2.92
repair buffers              3        20.0                   5.19
clock buffers               4        26.3                   6.82
flip-flops and latches      6         121                   31.5
inverters                   4        15.0                   3.90
[worst register-to-register path, cell delays in order (launching register included)]
cell and delay (ns):
sky130_fd_sc_hd__dfxtp_2 0.32, sky130_fd_sc_hd__inv_2 0.04, sky130_fd_sc_hd__buf_4 0.12, sky130_fd_sc_hd__buf_4 0.13, sky130_fd_sc_hd__ha_4 0.25, sky130_fd_sc_hd__a21boi_0 0.15
[metal layers]
layer,part of all wire [%],vias to the layer above,global-route usage [%]
met5,0,-,0
met4,0,0,0.352
met3,8.3,0,0.909
met2,41,5,1.61
met1,50,83,2.01
li1,-,93,-
[worst paths after layout]
| path | startpoint | to | slack (ns) | depth (start not counted) |
|---|---|---|---|---|
| worst max-delay path | counter2[1] | Clockout | -0.45 | 3 |
| worst max register to register | counter2[1] | counter2[1] | 0.12 | 5 |
| worst min-delay path | counter2[0] | counter2[0] | 0.45 | 1 |
| worst min register to register | counter2[0] | counter2[0] | 0.45 | 1 |
[cells in the final DEF, fill, tap and decap left out]
cell,instances
sky130_fd_sc_hd__inv_1,6
sky130_fd_sc_hd__dfxtp_1,5
sky130_fd_sc_hd__ha_1,3
sky130_fd_sc_hd__clkbuf_4,3
sky130_fd_sc_hd__a21boi_0,2
sky130_fd_sc_hd__a21oi_1,2
sky130_fd_sc_hd__mux2i_1,2
sky130_fd_sc_hd__buf_4,2
sky130_fd_sc_hd__nand2b_4,1
sky130_fd_sc_hd__inv_2,1
sky130_fd_sc_hd__nand2_2,1
sky130_fd_sc_hd__nand2b_1,1
sky130_fd_sc_hd__ha_4,1
sky130_fd_sc_hd__clkbuf_1,1
sky130_fd_sc_hd__dfxtp_2,1
sky130_fd_sc_hd__buf_2,1
[stage by stage]
stage               cell area (um2)  TNS (ns)
floorplan                       251  -0.00505
global placement                327    -0.531
detailed placement              327    -0.530
CTS                             365    -0.464
global route                    385    -0.516
finish                          385    -0.452
[power by group through the flow]
stage         sequential (mW)  combinational, mW  clock [mW]
finish                  0.200       0.0000000700       0.239
global route            0.200       0.0000000700       0.280
CTS                     0.200       0.0000000719       0.249
No activity file was given, so power comes from the tool's default toggle rates.
