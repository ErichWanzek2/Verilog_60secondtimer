**/design/flow/design.v**
```verilog
module decimal_counter(A, Overflow, Clock, Reset, Direction, Hold);  
	input Clock, Reset, Direction, Hold;  
	output Overflow;  
	output [3:0]A;    
	reg rOverflow;	   
	reg [3:0]rA;	   
	always@(posedge Clock or negedge Reset)  
		if (Reset ==1'd0)  
			begin
			rOverflow <= 1'b0;  
			rA <= 4'd9;  
			end
		else if ((rA < 4'd9)&&(Direction == 1'b0)&&(Hold == 1'b0))
			begin	
			rA <= rA + 1'b1;    
			rOverflow <= 1'b0;  
			end
		else if ((rA == 4'd9)&&(Direction == 1'b0)&&(Hold == 1'b0))
			begin
			rA <=4'b0000;  
			rOverflow <= 1'b1;  
			end
		else if ((rA > 4'd0)&&(Direction == 1'b1)&&(Hold == 1'b0))
			begin 
			rA <= rA - 1'b1;    
			rOverflow <= 1'b0;  
			end
		else if ((rA == 4'd0)&&(Direction == 1'b1)&&(Hold == 1'b0))
			begin
			rA <=4'b1001;  
			rOverflow <= 1'b1;  
			end
		else
			begin
			rA <= rA;  
			rOverflow <= 1'b0;  
			end
	assign Overflow = rOverflow;  
	assign A = rA;  
endmodule  
```
**/design/flow/run.sh**
```bash
#!/bin/bash
# OpenROAD 26Q1-2900-gdf79404cd8, Yosys 0.63+post, stock flow scripts
make -C /OpenROAD-flow-scripts/flow DESIGN_CONFIG=/design/flow/config.mk WORK_HOME=/design/flow/orfs finish
```
**/design/flow/config.mk**
```make
export PLATFORM = sky130hd
export DESIGN_NAME = decimal_counter
export DESIGN_NICKNAME = decimal_counter
export VERILOG_FILES = /design/flow/design.v
export SDC_FILE = /design/flow/constraint.sdc
export NUM_CORES = 4
export LEC_CHECK = 1
export CORE_AREA = 10 10 70 70
export DIE_AREA = 0 0 80 80
```
**/design/flow/constraint.sdc**
```tcl
current_design decimal_counter

set clk_period 1.9
set clk_io_pct 0.2

create_clock -name clk0 -period $clk_period [get_ports {Clock}]

set non_clock_inputs [all_inputs -no_clocks]
set_input_delay [expr $clk_period * $clk_io_pct] -clock clk0 $non_clock_inputs
set_output_delay [expr $clk_period * $clk_io_pct] -clock clk0 [all_outputs]
```
==> run notes <==
Implementation progress

The routed design uses 377 um of met2 wire. TritonCTS built the clock tree. The final layout reports a setup TNS of 0 ns. The number of standard cells reported by yosys stands at 48. The share of layout cells above drive strength 1 stands at a little under a fifth. Per the layout report, the design carries between 300 and 400 filler cells. After synthesis, the chip area reported by Yosys is between 300 and 400 um2.

After detailed routing, the average wire length per cell comes to about 8.8 um. The number of warning messages in the yosys log stands at 1. The worst hold-check slack stands at between 0.3 and 0.4 ns.

The area of the core stands at ~0.0034 mm2. Looking at the worst setup and hold paths, the clock pins of their registers show a slew of roughly 0.040 ns. The number of clock sinks seen by CTS stands at 5. The arrival time of data at the worst endpoint is listed as around 1.4 ns. STA classifies the critical path endpoint as an output port. After synthesis, flip-flops and latches occupy roughly 32% of the total area.

In the synthesized netlist, the number of instances is 48. The cell internal power dissipation stands at around 0.48 mW. The run finished with clean final reports. The detailed router reports a met3 wire length of ~89 um. The worst setup path is launched from a flop. The detailed router used layers up to and including met4.

The max-cap violation count stands at 0. The count of buffers added on input and output ports is 8. The peak supply drop stands at approximately 0.00027 V. The placement row count stands at 21. According to the dpl log, the detail-placed design has an HPWL of roughly 710 um. The violation count after the first detailed-routing iteration stands at 61.

The deepest level of the CTS H-tree stands at 1. The power report puts the net switching power at between 0.3 and 0.4 mW. The first TritonRoute pass finished after 4 iterations.

The worst-case clock buffer depth stands at 2. In this run, the combinational gates consume a little over half of the power. The critical path is of the reg -> out type. The post-detailed-routing wire length stands at 918 um.

The critical path's slowest stage uses the library cell dfstp_2. The share of the clock period used by the worst path stands at between 90 and 100%. The chip width stands at ~80 um. The via count of the first global-routing pass is between 300 and 400. Net switching is approximately two fifths of the power. The finished cells cover roughly 550 um2. The share of the core area taken by cells at floorplan is 11.5%. Counting I/O delays and the setup requirement, the final critical path takes around 1.7 ns. The part of the total power dissipated in the clock network stands at approximately 15%. The wire length of the first global-routing pass stands at between 1000 and 1500 um. The max-slew violation count stands at 0. The number of buffers and inverters on the critical path is 1. The count of hold-fix buffers inserted at cts stands at 0. The clock latency on the worst-skew pair stands at between 0.2 and 0.25 ns. According to the hold report, the worst path is of the in -> async type. After global routing the overflow that remains totals 0. The leakage power stands at roughly 0.21 nW.

For the worst setup path, the data required time is 1.52 ns. In this design, the largest share of critical-path delay is due to flip-flops. The total tool warning count stands at 27.

The cell sequence reported for the critical path is clkdlybuf4s50_1. The maximum number of pins on one net before global-route repair stands at 11. The post-synth design cell area stands at slightly below 400 um2. For this block, wires on met1 add up to 429 um. For the pin with the worst max-slew slack, the measured transition is 0.342 ns. The fraction of the core area covered by cells at the end of the flow stands at between 10% and 20%. Looking at the clock tree report, the root buffer type is clkbuf_4.

The placement stage leaves a total instance area of 520 um2. In this run, flip-flops and latches consume about a third of the power. The number of antenna diodes in the final layout is 0. Dividing total power by cell area gives a power density of between 1500 and 2000 mW/mm2.

The peak clock frequency supported by timing stands at 578 MHz. The final setup skew stands at between 0.006 and 0.007 ns. The routed design shows a via density per instance of ~3.9.

The number of synthesized register bits stands at 5. The number of antenna violations at the first check in global routing stands at 0. In this run, post-CTS repair resized a total of 0 instances.

Per the OpenROAD floorplan log, the area of the die is 0.00640 mm2. The count of nets left with antenna violations once routing finished came out at 0. The final timing report lists a hold violation count of 0. Setup repair after global routing left no endpoint under its margin. The longest incremental delay of any stage on the critical path is reported as between 0.6 and 0.7 ns. Per the slew report, the remaining headroom to the max-slew limit stands at 77.1%. The via total after detailed routing stands at 401.

The number of remaining DRC errors stands at 0. The number of top-level design ports stands at 9. The count of buffers added by post-CTS timing repair for setup stands at 0. Looking at the critical path, the highest net fanout was 10. The number of distinct library cells after synthesis stands at 21. The overall global routing resource usage stands at under 10%.

The area growth from synthesis to final layout stands at 39.2%. From the final report, the count of setup violators was given as 0. The TritonCTS buffer count stands at 3. In this run the mean area of a mapped cell was roughly 8.2 um2.

The weighted congestion reported at the end of routability-driven placement stands at approximately 0.78. In this run the vertical extent of the chip is 80 um.
==> metal layers <==
layer / vias up / GRT usage [%]
li1: 195 / -
met1: 189 / 3.28
met2: 15 / 3.93
met3: 2 / 1.02
met4: 0 / 0.880
met5: - / 0
==> cells by family after synthesis <==
group	count (synthesis)	share of synthesized area, %
DFF	5	32.5
AOI/OAI and AO/OA	21	35.7
adders and majority gates	3	9.56
buffers and inverters	9	9.24
and+or+nand+nor	10	13.1
==> synth_stat cells, drive strengths merged <==
| cell | n | area, um2 |
|---|---|---|
| inv | 7 | 26.3 |
| o22ai | 5 | 31.3 |
| a21oi | 4 | 20.0 |
| a31oi | 4 | 25.0 |
| o21ai | 4 | 23.8 |
| dfrtp | 3 | 75.1 |
| ha | 3 | 37.5 |
| nor2 | 3 | 11.3 |
| nor2b | 3 | 21.3 |
| nor3 | 3 | 15.0 |
| buf | 2 | 10.0 |
| dfstp | 2 | 52.6 |
| a22oi | 1 | 12.5 |
| a311oi | 1 | 8.76 |
| a32o | 1 | 11.3 |
| nand2 | 1 | 3.75 |
| o31ai | 1 | 7.51 |
==> worst register-to-register path, cell delays in order, from the launching register on <==
cell,delay (ns)
dfstp_2,0.61
inv_1,0.08
ha_1,0.29
o22ai_1,0.20
o31ai_1,0.10
a22oi_2,0.19
o21ai_2,0.07
==> area by class of cell <==
class	count	area, um2	share of cell area [%]
tap	46	57.6	10.5
clock buffer	4	26.3	4.81
multi-input combinational	34	229	41.9
inverter	7	26.3	4.81
sequential	5	128	23.3
timing repair buffer	8	80.1	14.6
==> state kept, by name, summed over array words and instances, names as in the netlist <==
signal / cells
rA: 4
rOverflow: 1
==> cell usage in the layout (no fill, tap or decap) <==
cell type,n
clkdlybuf4s50_1,8
o21ai_2,1
o22ai_1,5
dfstp_2,2
a22oi_2,1
a21oi_1,4
clkbuf_1,1
o21ai_1,1
inv_1,5
inv_2,2
ha_1,3
a32o_2,1
nand2_1,1
a311oi_1,1
nor2b_1,2
o21ai_0,2
dfrtp_1,3
o31ai_1,1
nor3_1,3
a31oi_1,4
clkbuf_4,3
nor2_1,3
nor2b_2,1
==> power by group through the flow <==
stage | Sequential [mW] | Clock (mW) | Combinational, mW
6_report | 0.260 | 0.121 | 0.440
4_1_cts | 0.257 | 0.126 | 0.445
5_1_grt | 0.269 | 0.134 | 0.503
==> metrics by stage <==
stage               setup WS [ns]  std cells  total power [mW]
floorplan                   0.374         48             0.542
global placement            0.265        100             0.704
detailed placement          0.276        100             0.698
CTS                         0.167        104             0.827
global route                0.124        104             0.906
finish                      0.170        104             0.821
==> final timing paths <==
kind	from	to	slack (ns)	cells past startpoint
hold / removal	Reset	rOverflow	0.35	1
max in group asynchronous	Reset	rA[0]	1.29	1
hold reg to reg	rA[0]	rA[0]	0.57	2
setup reg to reg	rA[0]	rA[3]	0.30	6
min in group clk0	rA[0]	rA[0]	0.57	2
setup / recovery	rA[3]	A[3]	0.17	1
Power is estimated from default activity; no workload was simulated.
