## /design/flow/run.sh

```bash
#!/bin/bash
# OpenROAD 26Q1-2900-gdf79404cd8, Yosys 0.63+post, stock flow scripts
make -C /OpenROAD-flow-scripts/flow DESIGN_CONFIG=/design/flow/config.mk WORK_HOME=/design/flow/orfs finish
```

## /design/flow/config.mk

```make
export PLATFORM = sky130hd
export DESIGN_NAME = hex_7seg_bitwise
export DESIGN_NICKNAME = hex_7seg_bitwise
export VERILOG_FILES = /design/flow/design.v
export SDC_FILE = /design/flow/constraint.sdc
export NUM_CORES = 4
export LEC_CHECK = 1
export CORE_AREA = 10 10 70 70
export DIE_AREA = 0 0 80 80
```

## /design/flow/constraint.sdc

```tcl
current_design hex_7seg_bitwise

set clk_period 1.6
set clk_io_pct 0.2

create_clock -name clk0 -period $clk_period

set non_clock_inputs [all_inputs -no_clocks]
set_input_delay [expr $clk_period * $clk_io_pct] -clock clk0 $non_clock_inputs
set_output_delay [expr $clk_period * $clk_io_pct] -clock clk0 [all_outputs]
```

## /design/flow/design.v

```verilog
module hex_7seg_bitwise (X, segment);  
	input wire [3:0]X;  
	output wire [6:0]segment;  
	assign segment[0] = ~X[3]&~X[2]&~X[1]&X[0] | ~X[3]&X[2]&~X[1]&~X[0] | X[3]&X[2]&~X[1]&X[0] | X[3]&~X[2]&X[1]&X[0];
	assign segment[1] = X[3]&X[2]&~X[0] | ~X[3]&X[2]&~X[1]&X[0] | X[2]&X[1]&~X[0] | X[3]&X[1]&X[0];
	assign segment[2] = ~X[3]&~X[2]&X[1]&~X[0] | X[3]&X[2]&~X[0] | X[3]&X[2]&X[1];
	assign segment[3] = ~X[3]&X[2]&~X[1]&~X[0] | ~X[2]&~X[1]&X[0] | X[2]&X[1]&X[0] | X[3]&~X[2]&X[1]&~X[0];
	assign segment[4] = ~X[3]&X[2]&~X[1] | ~X[3]&X[0] | ~X[2]&~X[1]&X[0];
	assign segment[5] = ~X[3]&~X[2]&X[0] | ~X[3]&X[1]&X[0] | ~X[3]&~X[2]&X[1] | X[3]&X[2]&~X[1]&X[0];
	assign segment[6] = ~X[3]&~X[2]&~X[1] |  ~X[3]&X[2]&X[1]&X[0] |  X[3]&X[2]&~X[1]&~X[0];
endmodule  
```

==> run summary <==
P_leak: 0.206 nW
Seq/Total Area, Yosys: 0%
Max Freq: 644 MHz
Worst path depth: 6
Post-Syn Area: 235 µm²
Setup TNS: 0 ps
Max-slew headroom: 88.1%
Syn_area_per_cell: 6.92 µm²
Hold Startpoint: X[2]
Via count: 314
Initial antenna violation count: 0
Largest net degree at the start of global routing: 9
Worst path slowest cell: dlygate4sd2_1
Initial DRC count: 7
Global-route wire length before repair: 1.40 mm
Biggest area cells: buf_6 14%, a21oi_1 11%, nand3_1 8.5%, xor2_2 6.9%, o21ai_1 6.4%
Synth warn: 0
Flop count: 0
Critical path class: in -> out
Cell repeated most along the worst path: buf_6
CP max stage delay: 240 ps
Die H: 80 µm
Total routed wirelength: 887 µm
Mapped Cells: 34
Hold crit path type: in -> out
Antenna Violating Nets Remaining: 0
Worst-Margin Slew: 179 ps
Number of clock buffers in the layout: 0
Filler Cells Inserted: 391
First-pass DRT Iterations: 2
PwrDens: 238 mW/mm²
OpenROAD warnings: 32
Final routed DRC violation total: 0
DP HPWL: 682 µm
Required @ worst endpoint: 1280 ps
Routed len/inst: 8.96 µm
Final hold vios: 0
DIE AREA: 0.00640 mm²
Worst-path fanout max: 7
# rows: 21
Critical path origin: X[2]
Setup violations, final: 0
Total Routing Usage GR: 2.59%
Logic area: 225 µm²
CTS hold repair buffers: 0
Max-Cap Viols: 0
Outcome: complete, no violations
Area leader share: 14.4%
Hold slack final: 1150 ps
Final Max Slew Viols: 0
IO Pins: 11
Top cell type by total area after synthesis: buf_6
IO buf count: 11
Vias in the first global route: 264
Ant diodes: 0
Yosys stat area: 235 µm²
Layout cells sized above 1: 47.2%
CP arrival: 1230 ps
Crit path launch type: input pin
WP buf/inv: 4
Synthesis-to-finish area growth: 109%
FF/Latch Area: 0 µm²
CP endpoint kind: output pin
Die W: 80 µm
RSZ-0062 raised after global routing: no
Fp_density: 6.89%
Core area: 0.00342 mm²
Worst-path cell chain: buf_6 > nor2b_4 > buf_6 > buf_4 > a22o_1 > dlygate4sd2_1
Distinct lib cells used: 21
Peak VDD IR: 0.0000301 V
Vias per cell: 3.17
Grt ovf: 0
Routability cong.: 0.659
Yosys Instances: 34
Final Util: 14.4%
Cycle use final: 97.1%
Clock period minus worst slack: 1550 ps
Worst hold path depth: 4
Delay-heaviest family, CP: buffers and inverters
final timing paths:
check                    end  slack, ps
setup / recovery  segment[0]         50
hold / removal    segment[4]       1150
final cells by class:
cell class	instances	area share, %
tap	46	11.7
timing repair buffer	23	41.7
multi-input combinational	29	45.8
inverter	1	0.763
metal layers:
| layer | up-vias | global-route usage [%] | routed length, µm |
|---|---|---|---|
| met5 | - | 0 | 0 |
| met2 | 7 | 4.01 | 388 |
| li1 | 163 | - | - |
| met4 | 0 | 0 | 0 |
| met1 | 144 | 3.57 | 401 |
| met3 | 0 | 0.909 | 97 |
cells in the final DEF (no fill, tap or decap):
cell and instances:
nand2_1 1, nor3b_2 1, a211oi_2 1, a21oi_2 1, and2_0 1, nor2_4 2
o21ai_1 3, nand3_1 4, and2b_4 1, or2b_1 1, buf_2 1, inv_1 1
o21ai_2 1, a21oi_1 4, nor2b_4 1, o2bb2ai_1 1, buf_6 7, a22o_1 1
dlygate4sd2_1 7, nand4b_1 1, nand3b_1 2, nand4_1 1, buf_4 8, xor2_2 1
power breakdown:
part           switching (mW)  internal [mW]
Sequential                  0              0
Combinational          0.0484         0.0685
Clock                       0              0
Total                  0.0484         0.0685
cell usage after synthesis:
| cell type | n |
|---|---|
| a21oi_1 | 5 |
| nand3_1 | 4 |
| buf_6 | 3 |
| o21ai_1 | 3 |
| nand3b_1 | 2 |
| nor2_1 | 2 |
| a211oi_2 | 1 |
| a22o_1 | 1 |
| and2_0 | 1 |
| and2b_4 | 1 |
| buf_2 | 1 |
| inv_1 | 1 |
| nand2_1 | 1 |
| nand4_1 | 1 |
| nand4b_1 | 1 |
| nor2b_2 | 1 |
| nor3b_1 | 1 |
| o21ai_0 | 1 |
| o2bb2ai_1 | 1 |
| or2b_1 | 1 |
| xor2_2 | 1 |
stage by stage:
stage / area, µm² / instances / total power, mW / setup slack (ps)
CTS: 492 / 99 / 0.118 / 37.9
global placement: 432 / 96 / 0.108 / -632
floorplan: 235 / 34 / 0.0485 / 484
detailed placement: 432 / 96 / 0.108 / -650
finish: 492 / 99 / 0.117 / 46.6
global route: 492 / 99 / 0.128 / 13.9
kinds of logic after synthesis:
| group | share of synthesized area, % |
|---|---|
| and+or+nand+nor | 43.1 |
| AOI/OAI and AO/OA | 31.9 |
| buffers and inverters | 18.1 |
| xor gates and xnor gates | 6.92 |
what timing repair did:
action / in CTS / in global routing
gates resized: 43 / 0
buffers inserted: 3 / 0
endpoints found under the setup margin: 7 / 0
hold endpoints to repair: 0 / 0
Power and IR drop assume default switching activity.
